--- /design/flow/run.sh ---
#!/bin/bash
# OpenROAD 26Q1-2900-gdf79404cd8, Yosys 0.63+post, stock flow scripts
make -C /OpenROAD-flow-scripts/flow DESIGN_CONFIG=/design/flow/config.mk WORK_HOME=/design/flow/orfs finish
--- /design/flow/config.mk ---
export PLATFORM = sky130hd
export DESIGN_NAME = RockPaperScissor
export DESIGN_NICKNAME = RockPaperScissor
export VERILOG_FILES = /design/flow/design.v
export SDC_FILE = /design/flow/constraint.sdc
export NUM_CORES = 4
export LEC_CHECK = 1
export CORE_UTILIZATION = 50
--- /design/flow/constraint.sdc ---
current_design RockPaperScissor

set clk_period 3.3
set clk_io_pct 0.2

create_clock -name clk0 -period $clk_period [get_ports {MAX10_CLK1_50}]

set non_clock_inputs [all_inputs -no_clocks]
set_input_delay [expr $clk_period * $clk_io_pct] -clock clk0 $non_clock_inputs
set_output_delay [expr $clk_period * $clk_io_pct] -clock clk0 [all_outputs]
--- /design/flow/design.v ---
module ClockDivider100(clk, clk100);
	input clk;
	output reg clk100;
	reg [27:0] counter = 28'd0;
	parameter dnew = 500000;
	always @(posedge clk)
		begin
			counter <= counter + 28'd1;
				if(counter>= (dnew-1))
					counter <= 28'd0;
					clk100 <= (counter<dnew/2)?1'b1:1'b0;
		end
endmodule
module RockPaperScissor(
	input 		          		ADC_CLK_10,
	input 		          		MAX10_CLK1_50,
	input 		          		MAX10_CLK2_50,
	output		    [12:0]		DRAM_ADDR,
	output		     [1:0]		DRAM_BA,
	output		          		DRAM_CAS_N,
	output		          		DRAM_CKE,
	output		          		DRAM_CLK,
	output		          		DRAM_CS_N,
	inout 		    [15:0]		DRAM_DQ,
	output		          		DRAM_LDQM,
	output		          		DRAM_RAS_N,
	output		          		DRAM_UDQM,
	output		          		DRAM_WE_N,
	output		     [7:0]		HEX0,
	output		     [7:0]		HEX1,
	output		     [7:0]		HEX2,
	output		     [7:0]		HEX3,
	output		     [7:0]		HEX4,
	output		     [7:0]		HEX5,
	input 		     [1:0]		KEY,
	output		     [9:0]		LEDR,
	input 		     [9:0]		SW,
	inout 		    [15:0]		ARDUINO_IO,
	inout 		          		ARDUINO_RESET_N
);
	wire OnOff = SW[0];
	wire R = SW[1];
	wire P = SW[2];
	wire S = SW[3];
	wire L = SW[4];
	wire Sp = SW[5];
	wire restart = ~KEY[1];
	wire clk = MAX10_CLK1_50;
	wire clk100HZ;
	wire [9:0] LED_N;
	wire [7:0] H0;
	wire [7:0] H1;
	wire [7:0] H2;
	wire [7:0] H3;
	wire [7:0] H4;
	wire [7:0] H5;
	reg [1:0] state_reg;
	reg [2:0] choice;
	reg [7:0] counter;
	reg [7:0] fpgachoice;
	reg [8:0] delay;
	reg [1:0] score;
	reg [3:0] wins;
	reg [3:0] losses;
	parameter idle = 2'b00;
	parameter pick = 2'b01;
	parameter result = 2'b10;
	parameter display = 2'b11;
	initial begin 
		state_reg = idle;
		choice = 0;
		counter = 0;
		fpgachoice = 0;
		delay = 0;
		wins = 0;
		losses = 0;
	end
	always@(posedge clk100HZ)
		begin
		fpgachoice <= fpgachoice + 1;
		if(fpgachoice == 99)
		fpgachoice <= 0;
		end
	always @(posedge clk100HZ)
		begin 
		if(restart)
		begin
		wins <= 0;
		losses <= 0;
		end
			case (state_reg) 
				idle:		if(OnOff & R)
								begin
								state_reg <= pick;
								choice <= 1;
								end
							else if(OnOff & P)
								begin
								state_reg <= pick;
								choice <= 2;
								end
							else if(OnOff & S)
								begin
								state_reg <= pick;
								choice <= 3;
								end
							else if(OnOff & L)
								begin
								state_reg <= pick;
								choice <= 4;
								end
							else if(OnOff & Sp)
								begin
								state_reg <= pick;
								choice <= 5;
								end
							else state_reg <= idle;
				pick:		if(OnOff & (fpgachoice > 0)) 
							begin
								state_reg <= display;
								if(choice == 1 & fpgachoice < 19) 
								begin
								score <= 2; 
								end
								else if(choice == 2 & fpgachoice < 19)  
								begin
								score <= 1;
								wins <= wins + 1; 
								end
								else if(choice == 3 & fpgachoice < 19) 
								begin
								score <= 3;
								losses <= losses + 1; 
								end
								else if(choice == 4 & fpgachoice < 19) 
								begin
								score <= 3;
								losses <= losses + 1;
								end
								else if(choice == 5 & fpgachoice < 19)
								begin
								score <= 1;
								wins <= wins +1;
								end
								else if(choice == 1 & fpgachoice < 39)
								begin
								score <= 1;
								losses<=losses+1;
								end
								else if(choice == 2 & fpgachoice < 39)
								begin
								score <= 2;
								end
								else if(choice == 3 & fpgachoice < 39)
								begin
								score <= 1;
								wins<=wins+1;
								end
								else if(choice == 4 & fpgachoice < 39)
								begin
								score <= 1;
								wins<=wins + 1;
								end
								else if(choice == 5 & fpgachoice < 39)
								begin
								score <= 3;
								losses<=losses+1;
								end
								else if(choice == 1 & fpgachoice < 59)
								begin
								score <= 1;
								wins<=wins+1;
								end
								else if(choice == 2 & fpgachoice < 59)
								begin
								score <= 3;
								losses<=losses+1;
								end
								else if(choice == 3 & fpgachoice < 59)
								begin
								score <= 2;
								end
								else if(choice == 4 & fpgachoice < 59)
								begin
								score <= 3;
								losses<=losses + 1;
								end
								else if(choice == 5 & fpgachoice < 59)
								begin
								score <= 1;
								wins<=wins+1;
								end
								else if(choice == 1 & fpgachoice < 79)
								begin
								score <= 1;
								wins<=wins+1;
								end
								else if(choice == 2 & fpgachoice < 79)
								begin
								score <= 3;
								losses<=losses+1;
								end
								else if(choice == 3 & fpgachoice < 79)
								begin
								score <= 1;
								wins<=wins+1;
								end
								else if(choice == 4 & fpgachoice < 79)
								begin
								score <= 2;
								end
								else if(choice == 5 & fpgachoice < 79)
								begin
								score <= 3;
								losses<=losses+1;
								end
								else if(choice == 1 & fpgachoice < 99)
								begin
								score <= 3;
								losses<=losses+1;
								end
								else if(choice == 2 & fpgachoice < 99)
								begin
								score <= 1;
								wins<=wins+1;
								end
								else if(choice == 3 & fpgachoice < 99)
								begin
								score <= 3;
								losses<=losses+1;
								end
								else if(choice == 4 & fpgachoice < 99)
								begin
								score <= 1;
								wins<=wins+1;
								end
								else if(choice == 5 & fpgachoice < 99)
								begin
								score <= 2;
								end
							end
							else								  state_reg <= pick;
				display: if(OnOff & (delay>200))
							begin
							state_reg <= result;
							delay <= 0; 
							end
							else
							begin
							state_reg <= display;
							delay <= delay +1; 
							end
				result:	if(!OnOff)
							begin
							score <= 0; 
							state_reg <= idle;
							end
							else					
							begin
							state_reg <= result;
							counter <= counter + 1;
							if(counter >120)
							counter <= 0; 
							end
				default:										state_reg <= idle;
			endcase
		end
	ClockDivider100 CLK_MUT(clk, clk100HZ);
	RockPaperScissorCases Cases_MUT(clk100HZ, state_reg, fpgachoice, LED_N, choice, H0, H1, H2, H3, H4, H5, counter, score, wins,losses);
	assign LEDR = LED_N;
	assign HEX0 = ~H0;
	assign HEX1 = ~H1;
	assign HEX2 = ~H2;
	assign HEX3 = ~H3;
	assign HEX4 = ~H4;
	assign HEX5 = ~H5;
endmodule
module RockPaperScissorCases(Clock, state, fpgachoice, LEDn, choice, h0, h1, h2, h3 , h4, h5, ctn, score,wins,losses);
	input Clock;
	input [1:0] state;
	input [1:0] score;
	input [2:0] choice;
	input [7:0] ctn;
	input [7:0] fpgachoice;
	input [3:0] wins;
	input [3:0] losses;
	output wire [9:0] LEDn;
	output wire [7:0] h0;
	output wire [7:0] h1;
	output wire [7:0] h2;
	output wire [7:0] h3;
	output wire [7:0] h4;
	output wire [7:0] h5;
	reg [9:0] LED;
	reg [7:0] a0;
	reg [7:0] a1;
	reg [7:0] a2;
	reg [7:0] a3;
	reg [7:0] a4;
	reg [7:0] a5;
	always@ (posedge Clock)
		begin
		if(state == 0)
			begin
				LED[9:0] <= 10'b0000000000;
				a1 <= 64;
				a3<=0;
				a4<=0;
				a5<=0;
				if(wins == 0)
				a2 <= 7'b0111111;
				if(wins == 1)
				a2 <= 7'b0000110;
				if(wins == 2)
				a2 <= 7'b1011011;
				if(wins == 3)
				a2 <= 7'b1001111;
				if(wins == 4)
				a2 <= 7'b1100110;
				if(wins == 5)
				a2 <= 7'b1101101;
				if(wins == 6)
				a2 <= 7'b1111101;
				if(wins == 7)
				a2<= 7'b0000111;
				if(wins == 8)
				a2 <= 7'b1111111;
				if(wins == 9)
				a2<= 7'b1101111;
				if(losses == 0)
				a0 <= 7'b0111111;
				if(losses == 1)
				a0 <= 7'b0000110;
				if(losses == 2)
				a0 <= 7'b1011011;
				if(losses == 3)
				a0 <= 7'b1001111;
				if(losses == 4)
				a0 <= 7'b1100110;
				if(losses == 5)
				a0 <= 7'b1101101;
				if(losses == 6)
				a0 <= 7'b1111101;
				if(losses == 7)
				a0<= 7'b0000111;
				if(losses == 8)
				a0 <= 7'b1111111;
				if(losses == 9)
				a0<= 7'b1101111;
			end
			else if(state == 1)
			begin
				LED[9:0] <= 10'b1000000000;
				if(fpgachoice<19) 
				begin
				a0 <= 57;
				a1 <= 57;
				a2 <= 63;
				a3 <= 49;
				a4 <= 0;
				a5 <= 0;
				end
				else if(fpgachoice<39) 
				begin
				a0 <= 49;
				a1 <= 121;
				a2 <= 115;
				a3 <= 119;
				a4 <= 115;
				a5 <= 0;
				end
				else if(fpgachoice<59) 
				begin
				a0 <= 49;
				a1 <= 63;
				a2 <= 109;
				a3 <= 6;
				a4 <= 57;
				a5 <= 109;
				end
				else if(fpgachoice<79) 
				begin
				a0 <= 94;
				a1 <= 49;
				a2 <= 119;
				a3 <= 109;
				a4 <= 6;
				a5 <= 56;
				end
				else if(fpgachoice<99) 
				begin
				a0 <= 57;
				a1 <= 57;
				a2 <= 63;
				a3 <= 115;
				a4 <= 109;
				a5 <= 0;
				end
			end
			else if(state == 2)
			begin
			if(score == 1)
			begin
			if(ctn < 10)
			LED[9:0] <= 10'b1000000000;
			else if(ctn < 20)
			LED[9:0] <= 10'b0100000000;
			else if(ctn < 30)
			LED[9:0] <= 10'b0010000000;
			else if(ctn < 40)
			LED[9:0] <= 10'b0001000000;
			else if(ctn < 50)
			LED[9:0] <= 10'b0000100000;
			else if(ctn < 60)
			LED[9:0] <= 10'b0000010000;
			else if(ctn < 70)
			LED[9:0] <= 10'b0000001000;
			else if(ctn < 80)
			LED[9:0] <= 10'b0000000100;
			else if(ctn < 90)
			LED[9:0] <= 10'b0000000010;
			else if(ctn < 100)
			LED[9:0] <= 10'b0000000001;
			else if(ctn > 100)
			LED[9:0] <= 10'b1111111111;
			a0 <= 55;
			a1 <= 6;
			a2 <= 62;
			a3 <= 62;
			a4 <= 0;
			a5 <= 0;
			end
			else if(score == 2)
			begin
			a0 <= 121;
			a1 <= 6;
			a2 <= 78;
			a3 <= 0;
			a4 <= 0;
			a5 <= 0;
			end
			else
			begin
			a0 <= 109;
			a1 <= 109;
			a2 <= 63;
			a3 <= 6;
			a4 <= 0;
			a5 <= 0;
			LED[9:0] <= 0;
			end
			end
		end
		assign LEDn = LED;
		assign h0 = a0;
		assign h1 = a1;
		assign h2 = a2;
		assign h3 = a3;
		assign h4 = a4;
		assign h5 = a5;
endmodule
==> metrics.yaml <==
run_status:
  outcome: "complete, no violations"
routing:
  drt_drc_violations_left: 0
  ant_nets: 0
  via_per_inst: 5.57
  detail_route.iter0.violations: 427
  n_antenna_cell: 0
  drt_first_pass_iters: 5
  finalWirelength_um: 15800
  routed_wire_length_per_instance_um: 14.5
  routed-via-count: 6075
pwr:
  share_comb_of_total_power_pct: 3.9
  internal-power_uw: 753
  cellLeakagePower_uw: 0.00285
  ratio_of_total_power_to_cell_area_nw_per_um2: 119
  power.clock.fraction_pct: 56.4
  power.share.sequential_pct: 39.7
  ir_drop_uv: 305
  power_switching_share_pct: 18.0
  switchingPower_uw: 165
finish:
  largest_register_ff_count: 28
  drive_gt1_share_pct: 3.06
  registers.top_by_ff_count: "CLK_MUT.counter"
  finalInstanceArea_sq_um: 7710
  reg_top3: "CLK_MUT.counter x28, Cases_MUT.LED x10, delay x9"
  area_delta_synth_final_pct: 9.78
  filler_cell_count: 1191
final_timing:
  slew_headroom_pct: 39.7
  final-setup-viol-count: 0
  least_margin_pin_slew_ns: 0.898
  clock_skew_ns: 0.00489
  drv_slew: 0
  hold_viol_final: 0
  final.setup.tns_ns: 0
  rsz0062_at_grt: "no"
  fmax_mhz: 500
  number_of_unconstrained_endpoints: 203
  count_of_unclocked_register_or_latch_pins: 86
  fin_crit_ns: 2.00
  final_min_period_over_clock_period_pct: 60.6
  layout_setup_ws_ns: 1.30
global_routing:
  grt_pass1_wl_um: 26600
  globalRouteMet1Util_pct: 39.7
  globalRouteMet2Util_pct: 33.5
  first_global_vias: 5388
  global_route.usage.total_pct: 23.3
  grt_start_max_net_pins: 47
  global_route.overflow_total: 0
  grt_antenna_before_repair: 0
  grt_busiest_layer: "met1"
  use_met3_pct: 2.12
cts:
  ctsLongestPathBuffers: 2
  post_cts_resized: 0
  clock.latency.late_pin_ns: 0.27
  cts_made_buffers: 5
  tritoncts: "done"
  clkSlewWorstSetupHoldPaths_ns: 0.05
  cts_hold_repair.buffers: 0
  h-tree-depth: 2
  cts_setup_buffers: 0
  cts_root_buffer: "sky130_fd_sc_hd__clkbuf_16"
synthesis:
  synth_xor_xnor_area_share_pct: 4.61
  topCellsByArea: "sky130_fd_sc_hd__dfxtp_1, sky130_fd_sc_hd__edfxtp_1, sky130_fd_sc_hd__nor2_1"
  synth.cellmix.simpleShare_pct: 23.1
  synth-edff-count: 34
  synthesis.instances: 893
  dominantRegCellSynth: "sky130_fd_sc_hd__dfxtp_1"
  synth-warning-count: 26
  top_cell_area_share_pct: 23.1
  synthMuxAreaShare_pct: 0.570
  syn_area_sq_um: 7020
  yosysChipArea_sq_um: 7020
  synth_compound_gate_area_share_pct: 20.2
  ys.flops: 115
  synth_sequential_area_ratio_pct: 37.6
  avg_synthesized_cell_area_sq_um: 7.86
  synth_stat.cells: 893
  post_synth_main_logic_family: "simple AND/OR/NAND/NOR gates"
  adder_share_pct: 3.56
  cell_taking_the_most_area_after_synthesis: "sky130_fd_sc_hd__dfxtp_1"
  ys_types: 70
  synth_async_sr_flop_share_pct: 0
placed_design:
  numPortBuffers: 58
  finalWeightedCongestion: 0.902
  post_dp_cell_area_sq_um: 7530
  dp.final_hpwl_um: 11700
  preCtsSetupSlack_ns: 1.30
critical_path:
  reg2reg_setup_slack_ns: 1.30
  regToRegEndpoint: "CLK_MUT.counter[14]$_SDFF_PP0_"
  reg2reg_depth: 9
  setup.worst_path.end_class: "flop"
  worst-endpoint-required_ns: 3.50
  timing.critical_path.arrival_ns: 2.20
  crit_path_max_fanout: 19
  timing.setup.critical_path_class: "flop to flop"
  critical_path.startpoint_type: "flop"
  worstReg2RegStart: "CLK_MUT.counter[0]$_SDFF_PP0_"
die:
  coreArea_sq_um: 13500
  fp.dieArea_sq_um: 14500
  design.portCount: 129
  die-width_um: 121
  die_y_um: 121
  placementRows: 42
  floorplan.initialDensity_pct: 52.2
hold_path:
  holdPathEnd: "CLK_MUT.clk100$_DFF_P_"
  hold_depth: 1
  min_path_type: "flop to flop"
  timing.hold.worst.start: "CLK_MUT.counter[18]$_SDFF_PP0_"
job:
  tool_warnings: 80
  max_cap_viol_count: 0
[placed cells by master, fill, tap and decap left out, types with 20 or more instances in the layout]
| master | n |
|---|---|
| sky130_fd_sc_hd__nand2_1 | 74 |
| sky130_fd_sc_hd__conb_1 | 40 |
| sky130_fd_sc_hd__dfxtp_1 | 80 |
| sky130_fd_sc_hd__a21oi_1 | 76 |
| sky130_fd_sc_hd__inv_1 | 64 |
| sky130_fd_sc_hd__nor2_1 | 118 |
| sky130_fd_sc_hd__nor3_1 | 37 |
| sky130_fd_sc_hd__xor2_1 | 23 |
| sky130_fd_sc_hd__ha_1 | 20 |
| sky130_fd_sc_hd__clkdlybuf4s50_1 | 58 |
| sky130_fd_sc_hd__o21ai_0 | 33 |
| sky130_fd_sc_hd__nand3_1 | 32 |
| sky130_fd_sc_hd__edfxtp_1 | 34 |
[power groups by stage]
stage                 Combinational (uW)  Sequential [uW]  Clock [uW]
after CTS                           36.1              364         528
after global routing                41.7              365         548
final                               35.8              364         518
[synthesized netlist by cell type (5+ instances only)]
library cell / count
sky130_fd_sc_hd__xor2_1: 23
sky130_fd_sc_hd__and2_1: 7
sky130_fd_sc_hd__nand3b_1: 7
sky130_fd_sc_hd__nor2b_1: 10
sky130_fd_sc_hd__nor4_1: 9
sky130_fd_sc_hd__nand4_1: 6
sky130_fd_sc_hd__o21ai_0: 33
sky130_fd_sc_hd__a31oi_1: 12
sky130_fd_sc_hd__ha_1: 20
sky130_fd_sc_hd__edfxtp_1: 34
sky130_fd_sc_hd__buf_4: 35
sky130_fd_sc_hd__nand2_1: 74
sky130_fd_sc_hd__inv_1: 64
sky130_fd_sc_hd__a221oi_1: 5
sky130_fd_sc_hd__or3_1: 5
sky130_fd_sc_hd__o22ai_1: 5
sky130_fd_sc_hd__xnor2_1: 14
sky130_fd_sc_hd__nand3_1: 32
sky130_fd_sc_hd__and3_1: 7
sky130_fd_sc_hd__a22oi_1: 6
sky130_fd_sc_hd__clkbuf_1: 40
sky130_fd_sc_hd__dfxtp_1: 81
sky130_fd_sc_hd__nand2b_1: 14
sky130_fd_sc_hd__a21oi_1: 76
sky130_fd_sc_hd__o21ai_1: 5
sky130_fd_sc_hd__o211ai_1: 8
sky130_fd_sc_hd__nor3_1: 37
sky130_fd_sc_hd__a211oi_1: 11
sky130_fd_sc_hd__nor2_1: 118
sky130_fd_sc_hd__buf_2: 11
sky130_fd_sc_hd__a21o_1: 6
[how the worst max path moves through the flow]
stage | start | endpoint | slack [ns]
global route | CLK_MUT.counter[0]$_SDFF_PP0_ | CLK_MUT.counter[5]$_SDFF_PP0_ | 1.02
CTS | CLK_MUT.counter[0]$_SDFF_PP0_ | CLK_MUT.counter[14]$_SDFF_PP0_ | 1.27
finish | CLK_MUT.counter[0]$_SDFF_PP0_ | CLK_MUT.counter[14]$_SDFF_PP0_ | 1.30
[critical path, cell delays in order, from the launching register on]
cell and delay [ns]:
sky130_fd_sc_hd__dfxtp_1 0.33, sky130_fd_sc_hd__ha_1 0.23, sky130_fd_sc_hd__nand3_1 0.17, sky130_fd_sc_hd__nor2_1 0.10, sky130_fd_sc_hd__o41ai_1 0.24, sky130_fd_sc_hd__nand2_1 0.08
sky130_fd_sc_hd__a21oi_1 0.15, sky130_fd_sc_hd__nor3_1 0.05, sky130_fd_sc_hd__or2_2 0.43, sky130_fd_sc_hd__nor2_1 0.15
[layer usage]
metal	wire [um]	share of wire, %
met5	0	0
met4	376	2.4
met3	905	5.7
met2	6760	43
met1	7780	49
[final cells by class]
cell class                 instances  area [sq um]  area share [%]
sequential                       115          2640            34.3
timing repair buffer              64           626            8.11
multi-input combinational        663          3800            49.3
clock buffer                       6           139            1.80
tap                              176           220            2.86
clock inverter                     2          37.5           0.487
inverter                          64           240            3.12
[per-stage QoR]
stage               util [%]  cells  hold WS (ns)  power, uW
finish                  57.3   1090         0.477        918
global route            57.3   1090         0.496        954
floorplan                  -    931         0.422        414
detailed placement      56.0   1082         0.458        407
CTS                     57.3   1090         0.482        928
global placement        56.0   1082         0.435        407
[cells by family after synthesis]
group | Yosys count
xor+xnor | 37
flops | 115
buf+inv | 153
mux | 4
simple gates | 344
compound gates | 218
other cells | 2
fa+ha+maj | 20
Power figures rest on the tool's default switching activity, not on a simulated workload.
