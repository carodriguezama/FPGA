==> flow/design.v <==
module toLetter(bcd, leds);
	input [3:0] bcd;
	output reg [6:0] leds;
	always@ (bcd)
	begin
		case (bcd)
			0: leds = 7'b1110111;
			1: leds = 7'b0000110;
			2: leds = 7'b1011011;
			3: leds = 7'b1001111;
			4: leds = 7'b1100110;
			5: leds = 7'b1101101;
			6: leds = 7'b1111101;
			7: leds = 7'b0000111;
			8: leds = 7'b1111111;
			9: leds = 7'b1101111;
			10: leds = 7'b1111111;
			11: leds = 7'b1111111;
			default: leds = 7'bx;
		endcase
	end
endmodule
==> flow/run.sh <==
#!/bin/bash
# OpenROAD 26Q1-2900-gdf79404cd8, Yosys 0.63+post, stock flow scripts
make -C /OpenROAD-flow-scripts/flow DESIGN_CONFIG=/design/flow/config.mk WORK_HOME=/design/flow/orfs finish
==> flow/config.mk <==
export PLATFORM = sky130hd
export DESIGN_NAME = toLetter
export DESIGN_NICKNAME = toLetter
export VERILOG_FILES = /design/flow/design.v
export SDC_FILE = /design/flow/constraint.sdc
export NUM_CORES = 4
export LEC_CHECK = 1
export CORE_AREA = 10 10 70 70
export DIE_AREA = 0 0 80 80
==> flow/constraint.sdc <==
current_design toLetter

set clk_period 1.9
set clk_io_pct 0.2

create_clock -name clk0 -period $clk_period

set non_clock_inputs [all_inputs -no_clocks]
set_input_delay [expr $clk_period * $clk_io_pct] -clock clk0 $non_clock_inputs
set_output_delay [expr $clk_period * $clk_io_pct] -clock clk0 [all_outputs]
==> Changelog: implementation <==
### Physical design

- DRT iter0 DRCs: 8
- Fraction of layout cells with a size suffix above 1: 0.300
- Avg WL per Cell: 6.65 um
- Vias per cell: 2.47
- Max-cap violations: 0
- Row count: 21
- Top logic family: adder cells
- First-pass GRT wire length: 890 um
- Hold path cells: 4
- Post-DP HPWL: 462 um
- Worst-margin pin slew: 0.240 ns
- Tool Warnings: 37
- DRC violation count after routing: 0
- Critical path required time: 1.52 ns
- Port Buf Inserts: 11
- Routability-driven placement congestion ratio: 0.671
- Worst hold margin: 1.22 ns
- Fp util: 0.0531
- Fin Setup TNS: 0 ns
- Mapped Cells: 25
- Cycle use final: 0.964
- Die height: 80 um
- Crit Path Class: in2out
- Chip Area: 6400 sq um
- ANT cells: 0
- Worst hold path class: in2out
- Synth area leaders: ha_1 41%, a21o_1 12%, nand2_1 8.3%
- Number of clock buffers in the layout: 0
- Crit path capture type: output port
- MUX share of area: 0
- Register area: 0 sq um
- Worst EP arrival: 1.45 ns
- Yosys top cell by area: ha_1
- Setup violators final: 0
- Top cells excl fill/tap: 4 x nand2_1, 4 x ha_1, 4 x clkdlybuf4s50_1
- Adder Area Share: 0.414
- Synth Area in Compound Gates: 0.207
- Max Clock Freq: 546 MHz
- Crit-path max FO: 2
- Comb pwr share: 1.000
- Area reported by Yosys stat: 181 sq um
- Post-route ant nets: 0
- Total number of yosys warnings: 1
- Post-Route WL: 572 um
- Pin count of the biggest net entering global routing: 10
- Die Wd: 80 um
- I/O Pins: 11
- Vias in the first global route: 193
- Layout fillers: 397
- Share of power burned in registers: 0
- Antenna violations before repair: 0
- Synth top area share: 0.414
- RSZ-0062 raised after global routing: false
- Period minus WS final: 1.83 ns
- DRT Pass-1 Iters: 4
- Leakage power: 0.165 nW
- Num sequential: 0
- Synthesized cell area: 181 sq um
- Switching part of the total: 0.399
- CTS hold repair buffers: 0
- Area of the core: 3420 sq um
- Worst VDD drop: 0.0000164 V
- Avg Inst Size Synth: 7.26 sq um
- Switching power: 0.0212 mW
- Vias: 212
- Area grow syn2layout: 105%
- Final Hold Viols: 0
- Seq/Total Area, Yosys: 0
- Total chip power: 0.0530 mW
- Setup crit start kind: input pin
- Yosys Instances: 25
- Pwr dens: 143 nW/um^2
- Synth unique cells: 11
- Outcome: finished clean
- Global Route Usage Sum: 0.0162
- Slew headroom: 0.840
- XOR/XNOR share of the synthesized area: 0
- Max Slew Vio Count: 0
- Cell internal pwr: 0.0318 mW
- Clock power frac: 0
- Congestion Overflow GR: 0
- Basic Gates by Area: 0.255
[worst max-delay path, cell delays in order]
cell and delay, ns:
buf_2 0.12, buf_6 0.11, ha_1 0.18, nand2_1 0.09
a21o_1 0.12, clkdlybuf4s50_1 0.46
[power by group through the flow]
| stage | combinational [mW] | sequential (mW) | clock, mW |
|---|---|---|---|
| 4_1_cts | 0.0552 | 0 | 0 |
| 5_1_grt | 0.0603 | 0 | 0 |
| 6_report | 0.0530 | 0 | 0 |
[metal layers]
metal,track usage,wire length [um],vias up
li1,-,-,111
met3,0.00114,37,0
met4,0,0,0
met5,0,0,-
met1,0.0218,263,94
met2,0.0289,271,7
[cell families after synthesis]
group | after synthesis
adders and majority gates | 6
AOI/OAI and AO/OA | 5
and+or+nand+nor | 10
buffers and inverters | 4
[Yosys cell counts]
| master | count |
|---|---|
| or2_1 | 1 |
| nor2_1 | 2 |
| nand2_1 | 4 |
| nand2b_1 | 2 |
| o211ai_1 | 1 |
| ha_1 | 6 |
| nand3_1 | 1 |
| buf_6 | 1 |
| a22oi_1 | 1 |
| a21o_1 | 3 |
| inv_1 | 3 |
[final cells by class]
| cell class | count | area, sq um | area share |
|---|---|---|---|
| well taps | 46 | 57.6 | 0.155 |
| multi-input cells | 21 | 164 | 0.441 |
| repair buffers | 16 | 139 | 0.374 |
| inverters | 3 | 11.3 | 0.0303 |
[what timing repair did]
item                       in CTS  in global routing
pin swaps                       3                  0
gates cloned                    0                  0
gates resized                  18                  3
setup endpoints to repair       7                  3
setup buffers                   1                  0
[through the flow]
stage                     cell area (sq um)  setup slack, ns  cells  utilization
after floorplan                         181            0.523     25            -
after global placement                  368           -0.425     85        0.108
after detailed placement                368           -0.433     85        0.108
after CTS                               373           0.0215     86        0.109
after global routing                    372           0.0286     86        0.109
final                                   372           0.0685     86        0.109
[path summary, 6_finish.rpt]
kind / from / end / slack, ns
hold / removal: bcd[2] / leds[5] / 1.22
setup / recovery: bcd[0] / leds[6] / 0.07
No activity file was given, so power comes from the tool's default toggle rates.
