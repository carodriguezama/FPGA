<file path="/design/flow/run.sh">
#!/bin/bash
# OpenROAD 26Q1-2900-gdf79404cd8, Yosys 0.63+post, stock flow scripts
make -C /OpenROAD-flow-scripts/flow DESIGN_CONFIG=/design/flow/config.mk WORK_HOME=/design/flow/orfs finish
</file>
<file path="/design/flow/config.mk">
export PLATFORM = sky130hd
export DESIGN_NAME = MyReactionTimer
export DESIGN_NICKNAME = MyReactionTimer
export VERILOG_FILES = /design/flow/design.v
export SDC_FILE = /design/flow/constraint.sdc
export NUM_CORES = 4
export LEC_CHECK = 1
export CORE_UTILIZATION = 50
</file>
<file path="/design/flow/constraint.sdc">
current_design MyReactionTimer

set clk_period 3.6
set clk_io_pct 0.2

create_clock -name clk0 -period $clk_period [get_ports {MAX10_CLK1_50}]

set non_clock_inputs [all_inputs -no_clocks]
set_input_delay [expr $clk_period * $clk_io_pct] -clock clk0 $non_clock_inputs
set_output_delay [expr $clk_period * $clk_io_pct] -clock clk0 [all_outputs]
</file>
<file path="/design/flow/design.v">
module ClockDivider100(clk, clk100);
	input clk;
	output reg clk100;
	reg [27:0] counter = 28'd0;
	parameter dnew = 500000;
	always @(posedge clk)
		begin
			counter <= counter + 28'd1;
				if(counter>= (dnew-1))
					counter <= 28'd0;
					clk100 <= (counter<dnew/2)?1'b1:1'b0;
		end
endmodule
module MyReactionTimer(
	input 		          		ADC_CLK_10,
	input 		          		MAX10_CLK1_50,
	input 		          		MAX10_CLK2_50,
	output		    [12:0]		DRAM_ADDR,
	output		     [1:0]		DRAM_BA,
	output		          		DRAM_CAS_N,
	output		          		DRAM_CKE,
	output		          		DRAM_CLK,
	output		          		DRAM_CS_N,
	inout 		    [15:0]		DRAM_DQ,
	output		          		DRAM_LDQM,
	output		          		DRAM_RAS_N,
	output		          		DRAM_UDQM,
	output		          		DRAM_WE_N,
	output		     [7:0]		HEX0,
	output		     [7:0]		HEX1,
	output		     [7:0]		HEX2,
	output		     [7:0]		HEX3,
	output		     [7:0]		HEX4,
	output		     [7:0]		HEX5,
	input 		     [1:0]		KEY,
	output		     [9:0]		LEDR,
	input 		     [9:0]		SW,
	output		          		GSENSOR_CS_N,
	input 		     [2:1]		GSENSOR_INT,
	output		          		GSENSOR_SCLK,
	inout 		          		GSENSOR_SDI,
	inout 		          		GSENSOR_SDO
);
	assign HEX2[7:0] = 8'b01000000;
	assign HEX3 = 8'b11111111;
	assign HEX4 = 8'b11111111;
	assign HEX5 = 8'b11111111;
	wire OnOff = SW[0];
	wire R = ~KEY[1];
	wire clk = MAX10_CLK1_50;
	wire [6:0] Digit1, Digit0;
	wire clk100HZ;
	wire [9:0] LED_N;
	reg [1:0] state_reg;
	wire FLAG;
	parameter idle = 2'b00;
	parameter delay = 2'b01;
	parameter timing = 2'b10;
	parameter display = 2'b11;
	initial begin 
		state_reg = idle;
	end
	always @(posedge clk100HZ)
		begin
			case (state_reg)
				idle:		if(OnOff & !R)				state_reg <= delay;
							else							state_reg <= idle;
				delay:	if(OnOff & FLAG)			state_reg <= timing;
							else							state_reg <= delay;
				timing:	if(OnOff & R)				state_reg <= display;
							else							state_reg <= timing;
				display:	if(!OnOff)					state_reg <= idle;
							else							state_reg <= display;
				default:									state_reg <= idle;
			endcase
		end
	ClockDivider100 CLK_MUT(clk, clk100HZ);
	reaction2 React_MUT(clk100HZ, state_reg, FLAG, LED_N, Digit1, Digit0);
	assign LEDR = LED_N;
	assign HEX0[7] = 1;
	assign HEX0[6:0] = ~Digit0;
	assign HEX1[7] = 1;
	assign HEX1[6:0] = ~Digit1;
endmodule
module reaction2(Clock, state, FLAG, LEDn, Digit1, Digit0);
	input Clock;
	input [1:0] state;
	output reg FLAG;
	output wire [9:0] LEDn;
	output wire [6:0] Digit1, Digit0;
	reg [9:0] LED;
	reg [3:0] BCD1, BCD0;
	reg [9:0] k;
	reg [9:0] myRand;
	always@ (posedge Clock)
		begin
		if(state == 0)
			begin
				LED[9:0] <= 10'b0000000000;
				BCD1 <= 0;
				BCD0 <= 0;
				FLAG <= 0;
				k <= 0;
				myRand <= myRand + 11;
			end
			else if(state == 1)
			begin
				LED[9:0] <= 10'b1000000000;
					BCD1 <= 0;
				BCD0 <= 0;
				myRand <= myRand;
				k<= k +1;
				if(k>myRand%400)
				FLAG <= 1;
				else FLAG <=0;
			end
			else if(state == 2)
			begin
				LED[9:0] <= 10'b1111111111;
				FLAG = 0;
				k <= 0;
				myRand <= myRand;
				if(BCD0 == 4'b1001)
					begin
						BCD0 <= 0;
						if(BCD1 == 4'b1001)
						BCD1 <= 0;
						else 
							BCD1 <= BCD1 + 1;
					end
				else 
					BCD0 <= BCD0 + 1;
			end
			else if(state == 3)
			begin
				LED[9:0] <= 10'b1010101010;
				BCD0 <= BCD0;
				BCD1 <= BCD1;
				FLAG <= 0;
				k<= 0;
				myRand <= myRand;
			end
			else 
			begin
				LED[9:0] <= 10'b1000000001;
				BCD0 <= 4'b1000;
				BCD1 <= 4'b1000;
				FLAG <= 0;
				k <= 0;
				myRand <= myRand;
			end
		end
		assign LEDn = LED;
		seg7 seg1(BCD1, Digit1);
		seg7 seg0(BCD0, Digit0);
endmodule
module seg7(bcd, leds);
	input [3:0] bcd;
	output reg [6:0] leds;
	always@ (bcd)
	begin
		case (bcd)
			0: leds = 7'b0111111;
			1: leds = 7'b0000110;
			2: leds = 7'b1011011;
			3: leds = 7'b1001111;
			4: leds = 7'b1100110;
			5: leds = 7'b1101101;
			6: leds = 7'b1111101;
			7: leds = 7'b0000111;
			8: leds = 7'b1111111;
			9: leds = 7'b1101111;
			default: leds = 7'bx;
		endcase
	end
endmodule
</file>
==> results_slide.txt <==
Run Summary

Pwr
  • Comb power frac: 1.1%
  • Psw: ~0.00013 W
  • Sw Share: between 10% and 20%
  • Pwr Density: 162 mW/mm^2
  • Seq pwr share: 44.9%
  • Peak supply drop: between 0.0005 and 0.0006 V
  • Total leakage power: around 2.1 nW
  • Total power: around 0.00073 W
  • Clk pwr share: 54.1%
  • Pint: 0.000605 W

Yosys
  • Largest area contributor in the netlist: dfxtp_1
  • Ys Warns: 29
  • EDFF count, synth: 10
  • FF+latch count, synth: a little under 80
  • Most used flip-flop cell: dfxtp_1
  • Distinct lib cells: 58
  • Mapped cell area: 0.00428 mm^2
  • Register share after synthesis: 38.8%
  • # Cells Yosys: 482
  • Dominant cell area share: a little under a third
  • Synth area leaders: dfxtp_1, buf_4, ha_1
  • Syn Inst Count: 482
  • Chip area in the Yosys report: about 0.0043 mm^2
  • Synth async-reset ratio: 0%
  • Syn Area/Cell: 8.89 um^2

Clocking
  • Later-pin clock latency in the skew report: 0.28 ns
  • Post-CTS setup buffer count: 0
  • Hold Buf Count CTS: 0
  • Number of buffers created by CTS: 5
  • Clk buf depth: 2
  • CTS tree: yes
  • Clock Pin Slew Worst Setup and Hold Paths: roughly 0.06 ns
  • Post-cts sizing count: 0
  • Clock H-tree levels: 2
  • Root buf cell: clkbuf_8

Global route
  • GRT busiest layer: met1
  • Met1 usage: 24.1%
  • Largest net degree at the start of global routing: 50
  • Met2 global-route usage: a little under a quarter
  • Met3 usage: 1.47%
  • Vias in the first global route: about 2.4k
  • First-pass GRT wire length: 10600 um
  • Initial antenna violation count: 0
  • Grt ovf: 0
  • GRT Util Overall: 14.8%

STA
  • RSZ-0062 raised after global routing: no
  • Endpoints left unconstrained: 101
  • Hold Vio Cnt, Final: 0
  • Slew Viols, Final: 0
  • Final setup vio count: 0
  • Clock Skews: 0.00493 ns
  • F_max: 459 MHz
  • Worst-Margin Slew: 0.657 ns
  • Cycle use final: 60.5%
  • Setup_tns: 0 ns
  • Fin crit period: 2.18 ns
  • Worst rel slew slack: 55.9%
  • Register pins left without a clock: 49

Critical path
  • Crit path max fanout: 13
  • Worst path max stage delay: roughly 0.47 ns
  • FF-to-FF setup slack: 1.42 ns
  • Crit path DAT: 2.32 ns
  • Number of cells on the worst reg-to-reg path: 6
  • WP data required: about 3.8 ns
  • Critical path startpoint: CLK_MUT.counter[0]$_SDFF_PP0_
  • Endpoint type of the worst setup path: register
  • Worst-path cell chain: ha_1 -> nand4_1 -> a311oi_1 -> o311a_1 -> or2_1 -> nor2_1
  • Worst r2r dst: CLK_MUT.counter[9]$_SDFF_PP0_
  • CP Capture Point: CLK_MUT.counter[9]$_SDFF_PP0_
  • Reg2reg start: CLK_MUT.counter[0]$_SDFF_PP0_
  • CP Launch Type: register
  • Critical path's slowest cell: or2_1
  • CP Class: register to register

Placed design
  • DP Area: 0.00439 mm^2
  • PortBufs: 26
  • Routability congestion estimate: 0.804
  • DP Wirelength: around 4600 um

Floorplanning
  • Die area: 0.00894 mm^2
  • IO Pins: 118
  • Floorplan Utilization: 51.9%
  • Height of the die: 94.6 um
  • Core area: just over 0.008 mm^2
  • Die X-Extent: 94.6 um
  • Row count: 33

Cells and area
  • Filler cells: approximately 750
  • Fraction of layout cells with a size suffix above 1: 4.16%
  • Area delta synth->final: 5.67%
  • Final Cell Area: 0.00453 mm^2
  • Max reg flops: 28
  • Largest regs: CLK_MUT.counter x28, React_MUT.k x10, React_MUT.myRand x10
  • Most flops, register: CLK_MUT.counter
  • Core Util, Final: 54.8%

Detailed routing
  • Detailed-route DRC error count: 0
  • Drt first pass iters: 4
  • Final antenna-violating net count: 0
  • DRT Wirelength: 6250 um
  • Via-per-instance ratio: 4.73
  • N_diodes: 0
  • Initial DRC count: 90
  • Total number of vias: 2888
  • WL/cell: 10.2 um

Status
  • Run status: finished, final reports clean

Min path
  • Hold_sp: CLK_MUT.counter[18]$_SDFF_PP0_
  • Tightest Hold Check Type: register to register

Flow run
  • Count of tool warnings: between 60 and 70
  • Max Cap Viol: 0
[worst min path at each step]
stage         slack, ns  cells past startpoint                endpoint
global route       0.47                      1  CLK_MUT.clk100$_DFF_P_
finish             0.44                      1  CLK_MUT.clk100$_DFF_P_
CTS                0.44                      1  CLK_MUT.clk100$_DFF_P_
[worst max-delay path, delay by kind of cell, from the launching register on]
family                   cells  cell delay (ns)
flip-flops                   1             0.37
AND-OR/OR-AND                2             0.68
adder cells (fa/ha/maj)      1             0.25
AND/OR/NAND/NOR              3             0.74
[power by group through the flow]
stage	Sequential, W	Combinational (W)	Clock (W)
final	0.000329	0.00000789	0.000396
after CTS	0.000329	0.00000849	0.000404
after global routing	0.000329	0.0000124	0.000420
[cell usage after synthesis (5+ instances only)]
master	count
o211ai_1	6
a21oi_1	8
nand3_1	16
nor3_1	12
and3_1	10
o21ai_0	14
xor2_1	19
nand2_1	30
nand4_1	9
nor2b_1	5
xnor2_1	15
clkbuf_1	11
buf_4	65
dfxtp_1	68
edfxtp_1	10
ha_1	28
inv_1	40
nor2_1	43
[cell usage in the layout, fill, tap and decap left out, types with 3 or more instances in the layout]
cell / count
dfxtp_1: 68
conb_1: 68
nor2_1: 43
inv_1: 40
nand2_1: 30
ha_1: 28
clkdlybuf4s50_1: 26
xor2_1: 19
nand3_1: 16
xnor2_1: 15
o21ai_0: 14
nor3_1: 12
edfxtp_1: 10
and3_1: 10
nand4_1: 9
a21oi_1: 8
o211ai_1: 6
nor2b_1: 5
clkbuf_8: 5
o21a_1: 4
and2_1: 4
mux2_2: 4
nand2b_1: 4
o31ai_1: 3
or3_1: 3
nor4_1: 3
nor3b_1: 3
a311oi_1: 3
[cells by family (layout without fill, tap and decap cells)]
| kind of cell | count (synthesis) | count (layout) | share of synthesized area, % |
|---|---|---|---|
| xor gates and xnor gates | 34 | 34 | 6.95 |
| muxes | 6 | 6 | 1.52 |
| DFF | 78 | 78 | 38.8 |
| buffers and inverters | 119 | 76 | 16.2 |
| AOI/OAI and AO/OA | 57 | 57 | 9.26 |
| adders and majority gates | 29 | 29 | 8.41 |
| and+or+nand+nor | 157 | 157 | 18.7 |
| other | 2 | 68 | 0.175 |
[layout make-up]
cell class	count	area, um^2	area share [%]
flip-flops and latches	78	1660	36.7
clock buffers	5	68.8	1.52
well taps	105	131	2.90
multi-input cells	351	2180	48.1
inverters	41	154	3.40
repair buffers	27	268	5.92
clock inverters	3	65.1	1.44
[through the flow]
step	std cells	hold slack (ns)	worst slack, ns
after floorplan	548	0.407	1.74
after global placement	602	0.429	1.48
after detailed placement	602	0.426	1.47
after CTS	610	0.441	1.45
after global routing	610	0.470	1.27
final	610	0.442	1.42
[layer usage]
metal	vias up	share of wire, %
li1	1526	-
met1	1285	53
met3	5	4.1
met2	72	42
met5	-	0
met4	0	0.75
Power is estimated from default activity; no workload was simulated.
